### design/flow/run.sh
#!/bin/bash
# OpenROAD 26Q1-2900-gdf79404cd8, Yosys 0.63+post, stock flow scripts
make -C /OpenROAD-flow-scripts/flow DESIGN_CONFIG=/design/flow/config.mk WORK_HOME=/design/flow/orfs finish
### design/flow/config.mk
export PLATFORM = sky130hd
export DESIGN_NAME = if_id_reg
export DESIGN_NICKNAME = if_id_reg
export VERILOG_FILES = /design/flow/design.v
export SDC_FILE = /design/flow/constraint.sdc
export NUM_CORES = 4
export LEC_CHECK = 1
export CORE_UTILIZATION = 30
### design/flow/constraint.sdc
current_design if_id_reg

set clk_period 1.3
set clk_io_pct 0.2

create_clock -name clk0 -period $clk_period [get_ports {clk_i}]

set non_clock_inputs [all_inputs -no_clocks]
set_input_delay [expr $clk_period * $clk_io_pct] -clock clk0 $non_clock_inputs
set_output_delay [expr $clk_period * $clk_io_pct] -clock clk0 [all_outputs]
### design/flow/design.v
localparam [3:0]
    ALU_ADD  = 4'd0,
    ALU_SUB  = 4'd1,
    ALU_AND  = 4'd2,
    ALU_OR   = 4'd3,
    ALU_XOR  = 4'd4,
    ALU_SLL  = 4'd5,
    ALU_SRL  = 4'd6,
    ALU_SRA  = 4'd7,
    ALU_SLT  = 4'd8,
    ALU_SLTU = 4'd9;
localparam [2:0]
    BR_NONE = 3'd0,
    BR_BEQ  = 3'd1,
    BR_BNE  = 3'd2,
    BR_BLT  = 3'd3,
    BR_BGE  = 3'd4,
    BR_BLTU = 3'd5,
    BR_BGEU = 3'd6;
localparam [2:0]
    MULDIV_MUL  = 3'd0,
    MULDIV_DIV  = 3'd1,
    MULDIV_DIVU = 3'd2,
    MULDIV_REM  = 3'd3,
    MULDIV_REMU = 3'd4;
localparam [6:0]
    OPCODE_OP       = 7'b0110011,
    OPCODE_OP_IMM   = 7'b0010011,
    OPCODE_LOAD     = 7'b0000011,
    OPCODE_STORE    = 7'b0100011,
    OPCODE_BRANCH   = 7'b1100011,
    OPCODE_JALR     = 7'b1100111,
    OPCODE_JAL      = 7'b1101111,
    OPCODE_LUI      = 7'b0110111,
    OPCODE_AUIPC    = 7'b0010111,
    OPCODE_SYSTEM   = 7'b1110011;
localparam [2:0]
    F3_ADD_SUB  = 3'b000,
    F3_SLL      = 3'b001,
    F3_SLT      = 3'b010,
    F3_SLTU     = 3'b011,
    F3_XOR      = 3'b100,
    F3_SRL_SRA  = 3'b101,
    F3_OR       = 3'b110,
    F3_AND      = 3'b111;
module if_id_reg (
    input  logic        clk_i,
    input  logic        rst_n_i,
    input  logic        stall_i,
    input  logic        flush_i,
    input  logic [31:0] pc_i,
    input  logic [31:0] instr_i,
    output logic [31:0] pc_o,
    output logic [31:0] instr_o
);
    always_ff @(posedge clk_i or negedge rst_n_i) begin
        if (!rst_n_i) begin
            pc_o    <= 32'b0;
            instr_o<= 32'b0;
        end else if (flush_i) begin
            pc_o    <= 32'b0;
            instr_o<= 32'b0;  
        end else if (!stall_i) begin
            pc_o    <= pc_i;
            instr_o<= instr_i;
        end
    end
endmodule
module id_ex_reg (
    input  logic        clk_i,
    input  logic        rst_n_i,
    input  logic        stall_i,
    input  logic        flush_i,
    input  logic [31:0] pc_i,
    input  logic [31:0] rs1_data_i,
    input  logic [31:0] rs2_data_i,
    input  logic [31:0] imm_i,
    input  logic [3:0]  alu_op_i,
    input  logic        reg_write_i,
    input  logic        mem_read_i,
    input  logic        mem_write_i,
    input  logic        branch_i,
    input  logic        jump_i,
    input  logic [4:0]  rd_addr_i,
    output logic [31:0] pc_o,
    output logic [31:0] rs1_data_o,
    output logic [31:0] rs2_data_o,
    output logic [31:0] imm_o,
    output logic [3:0]  alu_op_o,
    output logic        reg_write_o,
    output logic        mem_read_o,
    output logic        mem_write_o,
    output logic        branch_o,
    output logic        jump_o,
    output logic [4:0]  rd_addr_o
);
    always_ff @(posedge clk_i or negedge rst_n_i) begin
        if (!rst_n_i || flush_i) begin
            pc_o         <= 32'b0;
            rs1_data_o   <= 32'b0;
            rs2_data_o   <= 32'b0;
            imm_o        <= 32'b0;
            alu_op_o     <= '0;
            reg_write_o  <= 1'b0;
            mem_read_o   <= 1'b0;
            mem_write_o  <= 1'b0;
            branch_o     <= 1'b0;
            jump_o       <= 1'b0;
            rd_addr_o    <= 5'b0;
        end else if (!stall_i) begin
            pc_o         <= pc_i;
            rs1_data_o   <= rs1_data_i;
            rs2_data_o   <= rs2_data_i;
            imm_o        <= imm_i;
            alu_op_o     <= alu_op_i;
            reg_write_o  <= reg_write_i;
            mem_read_o   <= mem_read_i;
            mem_write_o  <= mem_write_i;
            branch_o     <= branch_i;
            jump_o       <= jump_i;
            rd_addr_o    <= rd_addr_i;
        end
    end
endmodule
module ex_mem_reg (
    input  logic        clk_i,
    input  logic        rst_n_i,
    input  logic        stall_i,
    input  logic        flush_i,
    input  logic [31:0] alu_result_i,
    input  logic [31:0] rs2_data_i,
    input  logic        reg_write_i,
    input  logic        mem_read_i,
    input  logic        mem_write_i,
    input  logic [4:0]  rd_addr_i,
    output logic [31:0] alu_result_o,
    output logic [31:0] rs2_data_o,
    output logic        reg_write_o,
    output logic        mem_read_o,
    output logic        mem_write_o,
    output logic [4:0]  rd_addr_o
);
    always_ff @(posedge clk_i or negedge rst_n_i) begin
        if (!rst_n_i || flush_i) begin
            alu_result_o <= 32'b0;
            rs2_data_o   <= 32'b0;
            reg_write_o  <= 1'b0;
            mem_read_o   <= 1'b0;
            mem_write_o  <= 1'b0;
            rd_addr_o    <= 5'b0;
        end else if (!stall_i) begin
            alu_result_o <= alu_result_i;
            rs2_data_o   <= rs2_data_i;
            reg_write_o  <= reg_write_i;
            mem_read_o   <= mem_read_i;
            mem_write_o  <= mem_write_i;
            rd_addr_o    <= rd_addr_i;
        end
    end
endmodule
module mem_wb_reg (
    input  logic        clk_i,
    input  logic        rst_n_i,
    input  logic        stall_i,
    input  logic        flush_i,
    input  logic [31:0] mem_data_i,
    input  logic [31:0] alu_result_i,
    input  logic        reg_write_i,
    input  logic [4:0]  rd_addr_i,
    output logic [31:0] mem_data_o,
    output logic [31:0] alu_result_o,
    output logic        reg_write_o,
    output logic [4:0]  rd_addr_o
);
    always_ff @(posedge clk_i or negedge rst_n_i) begin
        if (!rst_n_i || flush_i) begin
            mem_data_o   <= 32'b0;
            alu_result_o <= 32'b0;
            reg_write_o  <= 1'b0;
            rd_addr_o    <= 5'b0;
        end else if (!stall_i) begin
            mem_data_o   <= mem_data_i;
            alu_result_o <= alu_result_i;
            reg_write_o  <= reg_write_i;
            rd_addr_o    <= rd_addr_i;
        end
    end
endmodule
==> metrics.json <==
{
  "result_of_the_run": "complete, no violations",
  "xor_share_pct": 0,
  "floorplanUtilization_pct": 31.46,
  "cts_bufs_inserted": 9,
  "antenna_violations_before_repair": 0,
  "synth_top_flop_cell": "sky130_fd_sc_hd__dfrtp_1",
  "leakage_nw": 2.245,
  "setup_tns_ns": 0,
  "power.combinational.fraction_pct": 15.5,
  "cts_tree": "built",
  "worst_path_largest_cell_delay_ns": 0.39,
  "io_pins": 132,
  "fp-row-count": 33,
  "synth_flop_count": 64,
  "die_width_um": 95.30,
  "placeableCoreArea_um2": 8299,
  "mux_share_pct": 24.53,
  "finClkSkew_ns": 0,
  "ctsRootBufferMaster": "sky130_fd_sc_hd__clkbuf_8",
  "drt-initial-drc-count": 51,
  "ys_types": 7,
  "timing.critical_path.to_type": "output port",
  "cap_violations": 0,
  "peakVddDrop_v": 0.0004634,
  "finalInstanceArea_um2": 4155,
  "cts_num_sinks": 64,
  "max_freq_mhz": 805.1,
  "synth.top_cells.by_count": "sky130_fd_sc_hd__dfrtp_1, sky130_fd_sc_hd__mux2i_1, sky130_fd_sc_hd__nor2_1",
  "gp_congestion": 0.6807,
  "shortest_clock_period_the_worst_path_allows_after_layout_ns": 1.242,
  "simple_gate_share_pct": 9.200,
  "area_after_detailed_placement_um2": 4013,
  "vias": 1950,
  "grt_max_degree": 65,
  "yosys_cells": 206,
  "timing.max_slew.rel_slack_pct": 58.09,
  "worst-endpoint-required_ns": 1.04,
  "firstDrtPassIters": 4,
  "top_cells_by_area": "sky130_fd_sc_hd__dfrtp_1, sky130_fd_sc_hd__mux2i_1, sky130_fd_sc_hd__nor2_1, sky130_fd_sc_hd__buf_8, sky130_fd_sc_hd__buf_1",
  "ys_chip_area_um2": 2611,
  "part_of_the_total_power_dissipated_in_sequential_elements_pct": 50.5,
  "p_switching_mw": 1.004,
  "grt_pass1_vias": 1928,
  "synth.logic.top_family": "multiplexers",
  "path_max_fanout": 2,
  "pwr-share-clk_pct": 34.0,
  "worstPathBufferInverterCount": 1,
  "synthAdderAreaFrac_pct": 0,
  "cts_buffer_depth": 2,
  "crit_arrival_ns": 0.98,
  "drcViolationCount": 0,
  "aoi_share_pct": 0,
  "routed_wirelength_mm": 5.977,
  "gr-total-overflow": 0,
  "clkLatencyLatePin_ns": 0.33,
  "critical_path.startpoint_type": "register",
  "holdCritPathClass": "in2reg",
  "via_per_inst": 4.276,
  "synth.largest_area_cell": "sky130_fd_sc_hd__dfrtp_1",
  "finalMaxSlewViolations": 0,
  "setup.worst_path.class": "reg2out",
  "critPathSlowestCell": "sky130_fd_sc_hd__dfrtp_1",
  "wire_length_of_the_first_global_routing_pass_mm": 9.611,
  "setup_viol": 0,
  "edf_count": 0,
  "dp_hpwl_mm": 3.940,
  "buffer_ports.inserted": 131,
  "rsz0062_at_grt": "no",
  "synthDominantCellAreaShare_pct": 61.33,
  "power.switching_fraction_pct": 23.52,
  "cts_htree_levels": 3,
  "layout-area-overhead-vs-synth_pct": 59.13,
  "power_report.internal_total_mw": 3.266,
  "dominant_delay_contributor_by_cell_family_on_the_critical_path": "flip-flops",
  "timing.final.hold_violations": 0,
  "path_clk_slew_ns": 0.07,
  "route.antenna.diode_count": 0,
  "stage_log_warnings": 25,
  "mappedNetlistArea_um2": 2611,
  "detail-route-antenna-nets": 0,
  "die_h_um": 95.30,
  "yosys_warnings": 1,
  "post_synth_inst_count": 206,
  "synth_area_per_cell_um2": 12.68,
  "drive_above_1_share_pct": 7.692,
  "chipArea_um2": 9081,
  "cellPowerDensity_nw_per_um2": 1028,
  "postSynthSeqShare_pct": 61.33,
  "grt.total_usage_pct": 14.27,
  "routedWlPerCell_um": 13.11,
  "path_cells": "dlygate4sd2_1",
  "async_reset_ff_share_pct": 100.0,
  "worst_pin_slew_ns": 0.6265,
  "final_period_util_pct": 95.54
}
==> power by group through the flow <==
| stage | Clock, mW | Sequential (mW) | Combinational (mW) |
|---|---|---|---|
| 6_report | 1.45 | 2.16 | 0.663 |
| 5_1_grt | 1.64 | 2.17 | 0.740 |
| 4_1_cts | 1.54 | 2.16 | 0.679 |
==> repair_timing <==
item / in CTS / in global routing
hold buffers: 2 / 0
endpoints found under the setup margin: 64 / 0
hold endpoints to repair: 13 / 0
setup buffers: 5 / 0
resized: 64 / 0
==> metrics by stage <==
step	power (mW)	setup WS (ns)	hold WS, ns	cells	utilization (%)
2_1_floorplan	2.423	0.3798	-0.03559	206	-
3_5_place_dp	2.929	0.1991	0.2171	433	48.35
6_report	4.271	0.05793	0.3861	456	50.07
3_3_place_gp	2.927	0.2172	0.2188	433	48.35
4_1_cts	4.377	0.04459	0.3895	456	50.07
5_1_grt	4.552	0.003662	0.3982	456	50.07
==> per-layer routing <==
| metal | wire [um] | GRT usage, % |
|---|---|---|
| met1 | 2717 | 21.90 |
| met2 | 2496 | 20.06 |
| met3 | 662 | 5.596 |
| met4 | 102 | 2.146 |
| met5 | 0 | 0 |
==> kinds of logic (layout without fill, tap and decap cells) <==
| logic type | Yosys count | in the layout |
|---|---|---|
| muxes | 64 | 64 |
| buffers and inverters | 14 | 159 |
| DFF | 64 | 64 |
| and+or+nand+nor | 64 | 64 |
==> worst paths after layout <==
check,from,end,slack (ns),cells after the start
setup reg to reg,instr_o[29],instr_o[29],0.49,3
min in group asynchronous,rst_n_i,instr_o[6],0.48,2
hold / removal,flush_i,instr_o[29],0.39,3
setup / recovery,instr_o[31],instr_o[31],0.06,1
max in group asynchronous,rst_n_i,pc_o[25],0.42,2
hold reg to reg,instr_o[7],instr_o[7],0.51,2
==> cell usage in the layout (no fill, tap or decap) <==
master	count
sky130_fd_sc_hd__buf_12	5
sky130_fd_sc_hd__buf_2	2
sky130_fd_sc_hd__buf_4	6
sky130_fd_sc_hd__clkbuf_1	2
sky130_fd_sc_hd__clkbuf_8	10
sky130_fd_sc_hd__clkdlybuf4s50_1	64
sky130_fd_sc_hd__clkinv_2	4
sky130_fd_sc_hd__dfrtp_1	64
sky130_fd_sc_hd__dlygate4sd2_1	64
sky130_fd_sc_hd__dlygate4sd3_1	2
sky130_fd_sc_hd__mux2i_1	64
sky130_fd_sc_hd__nor2_1	64
==> registers in the layout (all words and copies together) (netlist names) <==
name / count
pc_o: 32
instr_o: 32
==> cell type report <==
| type | instances | area (um2) |
|---|---|---|
| fill | 766 | 4144 |
| sequential | 64 | 1602 |
| timing repair buffer | 143 | 1376 |
| multi-input combinational | 128 | 880.8 |
| clock buffer | 12 | 145.1 |
| tap | 105 | 131.4 |
| clock inverter | 4 | 20.02 |
Power figures rest on the tool's default switching activity, not on a simulated workload.
