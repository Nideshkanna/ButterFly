===== /design/flow/config.mk =====
export PLATFORM = sky130hd
export DESIGN_NAME = csr_unit
export DESIGN_NICKNAME = csr_unit
export VERILOG_FILES = /design/flow/design.v
export SDC_FILE = /design/flow/constraint.sdc
export NUM_CORES = 4
export LEC_CHECK = 1
export CORE_UTILIZATION = 50

===== /design/flow/constraint.sdc =====
current_design csr_unit

set clk_period 9.0
set clk_io_pct 0.2

create_clock -name clk0 -period $clk_period [get_ports {clk_i}]

set non_clock_inputs [all_inputs -no_clocks]
set_input_delay [expr $clk_period * $clk_io_pct] -clock clk0 $non_clock_inputs
set_output_delay [expr $clk_period * $clk_io_pct] -clock clk0 [all_outputs]

===== /design/flow/design.v =====
module csr_unit (
    input  logic        clk_i,
    input  logic        rst_n_i,
    input  logic        csr_we_i,
    input  logic [11:0] csr_addr_i,
    input  logic [31:0] csr_wdata_i,
    output logic [31:0] csr_rdata_o,
    input  logic        exception_i,
    input  logic [31:0] exception_pc_i,
    input  logic [31:0] exception_cause_i,
    input  logic        mret_i,
    output logic [31:0] trap_pc_o,
    output logic        trap_taken_o,
    output logic        mie_o
);
    logic [31:0] mstatus;
    logic [31:0] mtvec;
    logic [31:0] mepc;
    logic [31:0] mcause;
    always_ff @(posedge clk_i or negedge rst_n_i) begin
        if (!rst_n_i) begin
            mstatus <= 32'b0;
            mtvec   <= 32'b0;
            mepc    <= 32'b0;
            mcause  <= 32'b0;
        end else begin
            if (csr_we_i) begin
                case (csr_addr_i)
                    12'h300: mstatus <= csr_wdata_i;
                    12'h305: mtvec   <= csr_wdata_i;
                    12'h341: mepc    <= csr_wdata_i;
                    12'h342: mcause  <= csr_wdata_i;
                    default: ;
                endcase
            end
            if (exception_i) begin
                mepc   <= exception_pc_i;
                mcause <= exception_cause_i;
                mstatus[3] <= 1'b0;  
            end
            if (mret_i) begin
                mstatus[3] <= 1'b1;  
            end
        end
    end
    always_comb begin
        case (csr_addr_i)
            12'h300: csr_rdata_o = mstatus;
            12'h305: csr_rdata_o = mtvec;
            12'h341: csr_rdata_o = mepc;
            12'h342: csr_rdata_o = mcause;
            default: csr_rdata_o = 32'b0;
        endcase
    end
    assign trap_taken_o = exception_i;
    assign trap_pc_o    = exception_i ? mtvec : mepc;
    assign mie_o = mstatus[3];
endmodule

===== /design/flow/run.sh =====
#!/bin/bash
# OpenROAD 26Q1-2900-gdf79404cd8, Yosys 0.63+post, stock flow scripts
make -C /OpenROAD-flow-scripts/flow DESIGN_CONFIG=/design/flow/config.mk WORK_HOME=/design/flow/orfs finish

==> qor.csv <==
stage,metric,value,unit
route,dr.pass1.iters,5,
run_status,status,finished clean,
cts,clk_latency,0.41,ns
setup_path,rr_endpoint,mepc[25]$_DFFE_PN0P_,
place,place_congestion,0.887,
power,ir_drop,0.145,mV
finish,final_cell_mix,"176 x clkdlybuf4s50_1, 128 x dfrtp_1, 65 x inv_1, 65 x nor2b_1, 65 x o41ai_1",
global_routing,grt_use_total,32.9,%
cts,cts_made_buffers,17,
cts,clock_sinks,128,
sta,finalHoldViolations,0,
worst_hold_path,min_to,mstatus[1]$_DFFE_PN0P_,
synth,avgSynthCellArea,9.78,sq um
synth,ys_seq_elements,128,
die,fp-row-count,45,
run,maxCapViolations,0,
die,die_h,127,um
setup_path,reg2regPathDepth,3,
global_routing,grt_pass1_wl,39800,um
finish,drive_gt1_share,7.55,%
power,p_comb_share,14.2,%
route,avgRoutedWirePerCell,22.5,um
power,p_sw_share,24.8,%
global_routing,grt_max_degree,82,
run,warning_count,26,
power,pwr-share-seq,39.6,%
sta,fin_setup_tns,0,ns
power,p_leak,4.64,nW
route,initialDrtViolationCount,595,
sta,rsz0062_at_grt,no,
die,core_area,15200,sq um
synth,yosys-stat-area,7800,sq um
sta,slew_headroom,41.6,%
synth,async_flop_share,100,%
route,route.detailed.drc,0,
route,drt_wl_total,25000,um
setup_path,critPathKind,input pin to primary output,
global_routing,grt_overflow,0,
sta,fmax,148,MHz
synth,syn_area,7800,sq um
cts,cts-resized-gates,0,
synth,edf_count,0,
worst_hold_path,worstHoldPathCells,1,
die,die-area,16100,sq um
cts,h-tree-depth,4,
finish,finalNonFillerCells,1115,
cts,cts_root_buffer,clkbuf_16,
cts,tritoncts,done,
synth,synth_warnings,1,
finish,syn2layout_area_growth,31.2,%
sta,finalCritPeriodShare,75.1,%
die,initCoreUtil,51.3,%
synth,synthFlopType,dfrtp_1,
synth,syn_inst,798,
finish,fin_util,67.3,%
setup_path,crit_path_start_kind,input pin,
worst_hold_path,hp-start,mstatus[1]$_DFFE_PN0P_,
sta,tightest_slew,0.875,ns
cts,cts_setup_buffers,0,
route,diodes,0,
route,vias,7463,
setup_path,crit_fanout,41,
power,cellPowerDensity,153,nW/um^2
route,antenna_left,0,
power,power_switching,0.000387,W
global_routing,grt_pass1_vias,7500,
sta,min_period,6.76,ns
synth,yosys.cell_types.count,34,
setup_path,r2r_setup_slack,8.04,ns
setup_path,endpoint_kind,primary output,
sta,finalClockSkew,0,ns
cts,ctsHoldBuffers,0,
place,dp_cells,1084,
global_routing,grt_antenna_before_repair,0,
setup_path,required,7.20,ns
cts,clock_path_buffers,2,
sta,drv_slew,0,
worst_hold_path,hp-class,flip-flop to flip-flop,
setup_path,r2r-start,mepc[25]$_DFFE_PN0P_,
sta,setup_viol,0,
die,ios,179,
cts,cts.clk_slew.worst_paths,0.05,ns
route,vias_per_cell,6.69,
power,power_frac_clock,46.2,%
power,internal_power,0.00118,W
setup_path,cp_data_arrival_time,4.96,ns
place,portBuffers,178,
die,fp.dieW,127,um
synth,ys_cells,798,
finish,layout_top_cell,clkdlybuf4s50_1,
synth,postSynthSeqShare,41.1,%
place,hpwl,14800,um
==> final cells by class <==
cell class	count	area [sq um]
Clock buffer	17	425
Multi-Input combinational cell	503	3990
Sequential cell	128	3200
Fill cell	1109	4970
Inverter	65	244
Tap cell	188	235
Timing Repair Buffer	200	1950
Clock inverter	14	191
==> cells in the mapped netlist, drive strengths merged (14+ instances only) <==
cell type,count,area [sq um]
nor2b,65,407
and3,32,200
a221o,32,320
clkbuf,88,330
buf,14,86.3
a22o,32,280
a41oi,32,280
nor4,32,200
a21oi,32,160
mux2,63,709
nand2,33,124
a21o,32,240
o311ai,31,272
o41ai,65,569
inv,65,244
dfrtp,128,3200
==> how the worst max path moves through the flow <==
stage | start | to | slack [ns]
4_1_cts | csr_addr_i[10] | csr_rdata_o[16] | 2.29
5_1_grt | csr_addr_i[10] | csr_rdata_o[21] | 2.05
6_report | csr_addr_i[10] | csr_rdata_o[18] | 2.24
==> logic make-up after synthesis <==
logic type | share of synthesized area, %
buffers and inverters | 8.47
AOI/OAI and AO/OA | 27.4
and+or+nand+nor | 14.0
muxes | 9.09
DFF | 41.1
==> power groups by stage <==
stage         clock network [W]  logic, W  registers [W]
finish                 0.000722  0.000222       0.000619
CTS                    0.000728  0.000221       0.000618
global route           0.000753  0.000242       0.000621
==> per-layer routing <==
layer | vias to the layer above | track usage [%] | part of all wire (%) | routed length [um]
met1 | 3661 | 47.2 | 42 | 10400
li1 | 3315 | - | - | -
met5 | - | 0 | 0 | 0
met2 | 446 | 50.6 | 46 | 11500
met4 | 0 | 6.86 | 1.8 | 448
met3 | 41 | 10.8 | 11 | 2710
==> registers in the layout, indices dropped and copies added, names as in the netlist <==
signal   flops
mepc        32
mstatus     32
mcause      32
mtvec       32
==> stage by stage <==
step	setup slack (ns)	instance area [sq um]	total power (W)	hold WS, ns
6_report	2.24	10200	0.00156	0.489
4_1_cts	2.29	10200	0.00157	0.493
3_5_place_dp	2.28	9620	0.000847	0.481
2_1_floorplan	4.08	7800	0.000725	0.465
5_1_grt	2.05	10200	0.00162	0.517
3_3_place_gp	2.35	9620	0.000843	0.476
==> worst max-delay path, cell delays in order <==
cell and delay [ns]:
clkdlybuf4s50_1 0.46, nand4bb_4 0.69, nor3_2 0.84, buf_4 0.45
a221o_1 0.22, clkdlybuf4s50_1 0.47
Power is estimated from default activity; no workload was simulated.
